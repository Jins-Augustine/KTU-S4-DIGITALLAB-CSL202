$ cat flow/run.sh
#!/bin/bash
# OpenROAD 26Q1-2900-gdf79404cd8, Yosys 0.63+post, stock flow scripts
make -C /OpenROAD-flow-scripts/flow DESIGN_CONFIG=/design/flow/config.mk WORK_HOME=/design/flow/orfs finish
$ cat flow/config.mk
export PLATFORM = sky130hd
export DESIGN_NAME = johnson
export DESIGN_NICKNAME = johnson
export VERILOG_FILES = /design/flow/design.v
export SDC_FILE = /design/flow/constraint.sdc
export NUM_CORES = 4
export LEC_CHECK = 1
export CORE_AREA = 10 10 70 70
export DIE_AREA = 0 0 80 80
$ cat flow/constraint.sdc
current_design johnson

set clk_period 1.9
set clk_io_pct 0.2

create_clock -name clk0 -period $clk_period [get_ports {clk}]

set non_clock_inputs [all_inputs -no_clocks]
set_input_delay [expr $clk_period * $clk_io_pct] -clock clk0 $non_clock_inputs
set_output_delay [expr $clk_period * $clk_io_pct] -clock clk0 [all_outputs]
$ cat flow/design.v
module johnson(input clk, output reg [3:0] q = 4'b0000);
  always @(posedge clk) begin
    case (q)
      4'b0000: q = 4'b1000;
      4'b1000: q = 4'b1100;
      4'b1100: q = 4'b1110;
      4'b1110: q = 4'b1111;
      4'b1111: q = 4'b0111;
      4'b0111: q = 4'b0011;
      4'b0011: q = 4'b0001;
      4'b0001: q = 4'b0000;
      default: q = 4'b0000;   
    endcase
  end
endmodule
==> results.yml <==
# synthesis and place-and-route metrics
final_timing:
  grt_setup_unrepaired: "false"
  finalClockSkew_ns: 0.0135
  timing.final.hold_violations: 0
  post-route-min-period_ns: 1.58
  fmax_ghz: 0.631
  finalSetupViolations: 0
  relSlewSlack_pct: 83.9
  drv_slew: 0
  tightest_slew_ns: 0.241
  period_used_pct: 83.4
  fin_setup_tns_ns: 0
clocking:
  clk-insertion-delay-late_ns: 0.24
  clockRootBuffer: "clkbuf_4"
  cts_resized: 0
  h-tree-depth: 1
  cts_tree: "yes"
  post-cts-setup-buffer-count: 0
  numCtsBuffers: 3
  clock_sinks: 4
  cts.path.max_buffers: 2
  holdBufCountCts: 0
  path_clk_slew_ns: 0.05
setup_path:
  reg2reg_to: "q[0]"
  start_kind: "flop"
  worstSetupEndpointType: "output pin"
  worstPathMaxFanout: 5
  r2r_cells: 1
  criticalPathCategory: "reg2out"
  critPathArrivalTime_ns: 1.20
  regToRegSetupSlack_ns: 0.95
  max_stage_delay_ns: 0.53
  path_cells: "clkdlybuf4s50_1"
  cp.required_ns: 1.52
  critical_path.top_delay_family: "buffers and inverters"
  cp_slowest_cell: "clkdlybuf4s50_1"
  reg2reg_from: "q[0]"
  cp.depth: 1
  cp_num_buf_inv: 1
global_route:
  use_met3_pct: 2.84
  grt_pass1_vias: 132
  grt-busiest-layer: "met3"
  grt_max_degree: 7
  globalRouteMet1Util_pct: 1.74
  overflow: 0
  grt_first_pass_wirelength_microns: 655
  antenna_found_initial: 1
  grt_util_all_layers_pct: 1.55
  grt.met2_usage_pct: 1.28
placed_design:
  place.gp.congestion: 0.688
  port_buffers: 4
  placed_cells: 63
  hpwl_microns: 287
routing:
  drt_drc_violations_left: 0
  viasPerCell: 1.96
  drt_wl_total_microns: 383
  drt_pass1_iterations: 2
  wire_per_inst_microns: 5.63
  drtIter0Drc: 12
  antenna_left: 0
  vias: 133
synth:
  ys_types: 9
  ys_cells: 13
  avgSynthCellArea_sq_um: 12.8
  synth_flops: 4
  synth_chip_area_sq_um: 166
  ys_seq_share_pct: 54.1
  yosysWarnings: 1
  syn_area_sq_um: 166
  syn_inst: 13
floorplan:
  io_pins: 5
  dieArea_sq_mm: 0.00640
  initial_core_util_pct: 4.87
  core_sq_mm: 0.00342
  die_w_microns: 80
  fp-row-count: 21
  die_h_microns: 80
pwr:
  p_leak_nw: 0.110
  switching_share_pct: 19.1
  ir_drop_mv: 0.145
  switchingPower_w: 0.0000394
  p_per_area_mw_per_mm2: 703
  p_int_w: 0.000166
  p_clk_share_pct: 57.6
  power_frac_seq_pct: 42.4
  p_comb_share_pct: 0
run:
  tool_warnings: 25
  cap_violations: 0
min_path:
  hold_end: "q[1]"
  hp-class: "reg2reg"
  holdPathStages: 1
final_layout:
  flop_area_sq_um: 90.1
  area_growth_syn_to_layout_pct: 75.9
  final_cells: 68
  layout-drive-gt1-share_pct: 23.8
  layout_top_cell: "clkdlybuf4s50_1"
  fillCellCount: 403
  logic_area_sq_um: 76.3
  final_cell_mix: "clkdlybuf4s50_1, nor2b_1, dfxtp_1, clkbuf_4"
status:
  run_status: "finished clean"
[final cells by class]
| cell class | count | area share [%] |
|---|---|---|
| diodes | 1 | 0.855 |
| clock buffers | 4 | 8.97 |
| well taps | 46 | 19.7 |
| multi-input cells | 9 | 26.1 |
| repair buffers | 4 | 13.7 |
| flip-flops and latches | 4 | 30.8 |
[cells by family (layout without fill, tap and decap cells)]
kind of cell	after synthesis	after routing	share of synthesized area, %
mux	1	1	6.02
buf+inv	0	8	0
compound gates	1	1	6.02
other cells	0	1	0
simple gates	7	7	33.8
flops	4	4	54.1
[how the worst max path moves through the flow]
stage,from,endpoint,slack [ns]
global route,flop,q[2],0.26
CTS,flop,q[2],0.30
finish,flop,q[2],0.32
[power by group through the flow]
stage / Clock, W / Sequential, W / Combinational (W)
5_1_grt: 0.000125 / 0.0000872 / 0.0000000000593
4_1_cts: 0.000122 / 0.0000873 / 0.0000000000593
6_report: 0.000118 / 0.0000873 / 0.0000000000593
[synth_stat cells (all sizes together)]
cell type	n	area, sq um
nor2b	4	32.5
dfxtp	3	60.1
edfxtp	1	30.0
mux2i	1	10.0
nand2b	1	6.26
nor3	1	5.00
nor3b	1	12.5
o211a	1	10.0
[layer usage]
metal | share of wire, % | vias to the layer above | wire length (microns)
li1 | - | 64 | -
met1 | 44 | 61 | 170
met2 | 24 | 8 | 91
met3 | 31 | 0 | 120
met4 | 0 | 0 | 0
met5 | 0 | - | 0
[through the flow]
stage | utilization, % | cell area [sq um] | hold slack [ns] | worst slack (ns) | power (W)
finish | 8.57 | 293 | 0.551 | 0.316 | 0.000206
global route | 8.57 | 293 | 0.585 | 0.257 | 0.000212
CTS | 8.50 | 290 | 0.556 | 0.302 | 0.000209
detailed placement | 7.73 | 264 | 0.542 | 0.560 | 0.0000886
global placement | 7.73 | 264 | 0.529 | 0.578 | 0.0000886
floorplan | - | 166 | 0.481 | 1.01 | 0.0000886
Power is estimated from default activity; no workload was simulated.
